$ cat run.sh
#!/bin/bash
# OpenROAD 26Q1-2900-gdf79404cd8, Yosys 0.63+post, stock flow scripts
make -C /OpenROAD-flow-scripts/flow DESIGN_CONFIG=/design/flow/config.mk WORK_HOME=/design/flow/orfs finish
$ cat config.mk
export PLATFORM = sky130hd
export DESIGN_NAME = sin_and_dac
export DESIGN_NICKNAME = sin_and_dac
export VERILOG_FILES = /design/flow/design.v
export SDC_FILE = /design/flow/constraint.sdc
export NUM_CORES = 4
export LEC_CHECK = 1
export CORE_UTILIZATION = 30
export SYNTH_HDL_FRONTEND = slang
$ cat constraint.sdc
current_design sin_and_dac

set clk_period 15.9
set clk_io_pct 0.2

create_clock -name clk0 -period $clk_period [get_ports {clk}]

set non_clock_inputs [all_inputs -no_clocks]
set_input_delay [expr $clk_period * $clk_io_pct] -clock clk0 $non_clock_inputs
set_output_delay [expr $clk_period * $clk_io_pct] -clock clk0 [all_outputs]
$ cat design.v
`timescale 1ns / 1ps
`default_nettype none
module dlt_sig_dac_1st_order (
    input wire clk,
    input wire rst,
    input wire [15:0] current_sample,
    output logic audio_out
);
  logic [23:0] noise_source;   
  logic [19:0] error_sum;
  logic [19:0] current_error;
  assign audio_out = error_sum[19] ? 0 : error_sum[18:0] >= 20'h20000 + noise_source[23:8];
  assign current_error = {3'b0 - {2'b0, audio_out}, 1'b0, ~current_sample[15], current_sample[14:0]} + 20'h02000;
  always_ff @(posedge clk) begin
    if (rst) begin
      noise_source <= 24'hFFFFFF;
      error_sum <= 0;
    end else begin
      noise_source <= {
        noise_source[22] ^ noise_source[23],
        noise_source[21] ^ noise_source[23],
        noise_source[20:17],
        noise_source[16] ^ noise_source[23],
        noise_source[15:0],
        noise_source[23]
      };
      error_sum <= error_sum + current_error;
    end
  end
endmodule   
module dlt_sig_dac_2nd_order (
    input wire clk,
    input wire rst,
    input wire [15:0] current_sample,
    output logic audio_out
);
  logic [23:0] noise_source;   
  logic [23:0] noise;
  logic [23:0] last_noise;
  logic [23:0] dither;
  logic [17:0] scaled_input;
  logic [23:0] a_sum;
  logic [23:0] a_error;
  logic [23:0] b_sum;
  logic [23:0] b_error;
  logic [23:0] next_a_sum;
  logic [23:0] next_b_sum;
  logic last_out;
  assign scaled_input = $signed(current_sample) + ($signed(current_sample) <<< 1);
  assign noise = $signed(
      {
        noise_source[19],
        noise_source[16],
        noise_source[22],
        noise_source[18],
        noise_source[15],
        noise_source[0],
        noise_source[8],
        noise_source[11],
        noise_source[4],
        noise_source[9],
        noise_source[12],
        noise_source[7],
        noise_source[2],
        noise_source[13],
        noise_source[5],
        noise_source[14],
        noise_source[3],
        noise_source[1],
        noise_source[6],
        noise_source[10]
      }
  );
  assign dither = noise - last_noise;
  assign audio_out = !last_out && ($signed(b_sum) >= 0);
  assign a_error = {~scaled_input[17], scaled_input[16:0]} - (audio_out << 19);
  assign b_error = a_sum + a_error - (audio_out << 19) + dither;
  always_comb begin
    next_a_sum = a_sum + a_error;
    next_b_sum = b_sum + b_error;
    if (next_a_sum[23] && ~next_a_sum[22]) begin   
      next_a_sum = 24'hC00000;   
    end else if (~next_a_sum[23] && next_a_sum[22]) begin   
      next_a_sum = 24'h400000;   
    end
    if (next_b_sum[23] && ~next_b_sum[22]) begin   
      next_b_sum = 24'hC00000;   
    end else if (~next_b_sum[23] && next_b_sum[22]) begin   
      next_b_sum = 24'h400000;   
    end
  end
  always_ff @(posedge clk) begin
    if (rst) begin
      noise_source <= 24'hFFFFFF;
      a_sum <= 0;
      b_sum <= 0;
      last_out <= 0;
      last_noise <= 0;
    end else begin
      last_out <= audio_out;
      noise_source <= {
        noise_source[22] ^ noise_source[23],
        noise_source[21] ^ noise_source[23],
        noise_source[20:17],
        noise_source[16] ^ noise_source[23],
        noise_source[15:0],
        noise_source[23]
      };
      last_noise <= noise;
      a_sum <= next_a_sum;
      b_sum <= next_b_sum;
    end
  end
endmodule
`default_nettype wire
`timescale 1ns / 1ps
`default_nettype none
module sin_and_dac (
    input wire clk,
    input wire rst,
    input wire [29:0] delta_angle,   
    input wire get_next_sample,
    output logic audio_out
);
  logic [15:0] current_sample;
  sin_gen my_sin (
      .clk(clk),
      .rst(rst),
      .delta_angle(delta_angle),
      .get_next_sample(get_next_sample),
      .current_sample(current_sample)
  );
  dlt_sig_dac_1st_order my_dac (
      .clk(clk),
      .rst(rst),
      .current_sample(current_sample),
      .audio_out(audio_out)
  );
endmodule
`default_nettype wire
`timescale 1ns / 1ps
`default_nettype none
module sin_gen (
    input wire clk,
    input wire rst,
    input wire [29:0] delta_angle,   
    input wire get_next_sample,
    output logic [15:0] current_sample
);
  logic        is_negative;
  logic        last_is_negative;
  logic [30:0] current_angle;
  logic [31:0] next_angle;
  logic        next_angle_overflow;
  logic        next_angle_ready;
  logic [31:0] pi;
  logic [15:0] next_sample;
  logic [15:0] cordic_out;
  logic        cordic_busy;
  logic        cordic_out_valid;
  CORDIC_sin cordic (
      .clk(clk),
      .rst(rst),
      .angle_in(current_angle[30:7]),
      .input_valid(get_next_sample && !cordic_busy),
      .out(cordic_out),
      .out_valid(cordic_out_valid),
      .busy(cordic_busy)
  );
  assign next_angle_overflow = ((next_angle > {1'b0, pi[31:1]}) && next_angle[31] == 0);
  always_ff @(posedge clk) begin
    if (rst) begin
      current_angle <= 32'b0;
      next_angle <= 32'b0;
      next_angle_ready <= 1'b0;
      current_sample <= 16'b0;
      next_sample <= 16'b0;
      is_negative <= 1'b0;
      last_is_negative <= 1'b0;
      pi <= 32'h6487ED51;
    end else begin
      if (get_next_sample) begin
        next_angle <= {current_angle[30], current_angle} + {2'b0, delta_angle};
        next_angle_ready <= 1'b1;
        current_sample <= last_is_negative ? -next_sample : next_sample;
      end else begin
        next_angle_ready <= 1'b0;
      end
      if (next_angle_ready) begin
        current_angle <= next_angle_overflow ? next_angle - pi : next_angle;
        is_negative <= next_angle_overflow ? !is_negative : is_negative;
        last_is_negative <= is_negative;
      end
      if (cordic_out_valid) begin
        next_sample <= cordic_out;
      end
    end
  end
endmodule   
module CORDIC_sin (
    input  wire         clk,
    input  wire         rst,
    input  wire  [23:0] angle_in,
    input  wire         input_valid,
    output logic [15:0] out,
    output logic        out_valid,
    output logic        busy
);
  logic        [23:0] arc_tan_table  [7:0];
  logic        [23:0] arc_tan_approx;
  logic signed [23:0] x;
  logic signed [23:0] y;
  logic        [23:0] angle_error;
  logic        [ 4:0] i;
  logic        [23:0] arc_tan;
  logic               clk_wise;
  assign out = (y[22:6] + 17'h00001) >> 1;
  assign arc_tan = i < 8 ? arc_tan_table[i[2:0]] : arc_tan_approx;
  assign clk_wise = angle_error[23];   
  always_ff @(posedge clk) begin
    if (rst) begin
      i <= 5'b0;
      x <= 24'h26DD12;
      y <= 24'b0;
      angle_error <= 24'b0;
      busy <= 1'b0;
      out_valid <= 1'b0;
      arc_tan_approx <= 24'h400000;
      arc_tan_table[0] <= 24'h3243F7;
      arc_tan_table[1] <= 24'h1DAC67;
      arc_tan_table[2] <= 24'h0FADBB;
      arc_tan_table[3] <= 24'h07F56F;
      arc_tan_table[4] <= 24'h03FEAB;
      arc_tan_table[5] <= 24'h01FFD5;
      arc_tan_table[6] <= 24'h00FFFB;
      arc_tan_table[7] <= 24'h007FFF;
    end else if (busy) begin
      i <= i + 1;
      x <= clk_wise ? x + (y >>> i) : x - (y >>> i);
      y <= clk_wise ? y - (x >>> i) : y + (x >>> i);
      angle_error <= angle_error + (clk_wise ? arc_tan : -arc_tan);
      busy <= i < 19;
      out_valid <= i == 19;
      arc_tan_approx <= {1'b0, arc_tan_approx[23:1]};
    end else if (input_valid) begin
      i <= 5'b0;
      x <= 24'h26DD12;
      y <= 24'b0;
      angle_error <= angle_in;
      busy <= 1'b1;
      out_valid <= 1'b0;
      arc_tan_approx <= 24'h400000;
    end else begin   
      i <= 5'bXXXXX;
      x <= 24'hXXXXXX;
      y <= 24'hXXXXXX;
      angle_error <= 24'hXXXXXX;
      busy <= 1'b0;
      out_valid <= 1'b0;
      arc_tan_approx <= 24'hXXXXXX;
    end
  end
endmodule   
`default_nettype wire
==> qor.yml <==
worst_path_largest_cell_delay_ns: 0.74
min_period_ns: 6.70
gp_congestion: 0.939
clock.fmax_mhz: 149
insertion_delay_ns: 0.58
skew_ns: 0.0127
final_antenna_net_count: 0
diodes: 0
tightestPinTransition_ns: 0.878
timing.final.ws_setup_ns: 9.20
wl_mm: 50.2
worstSetupPathType: "reg2out"
edf_count: 0
fp-row-count: 93
cp_max_fo: 3
final_util_pct: 33.6
num_vias: 16600
min_period_over_period_pct: 42.2
dieArea_sq_mm: 0.0666
yosysWarnings: 0
clockBufferDepth: 3
setup_viol: 0
root_buffer: "clkbuf_16"
rsz0062_at_grt: "false"
yosys-stat-cells: 2310
critPathSlowestCell: "a2111oi_0"
postCtsSetupRepairBufs: 0
cap_violations: 0
postPlaceCellArea_sq_mm: 0.0208
die_h_microns: 258
drt-initial-drc-count: 974
grt_pass1_wl_mm: 82.7
grt_pass1_vias: 15800
synth_cell_types: 94
grt_usage_pct: 15.4
numSynthFlops: 244
synth_area_leader_cell: "dfxtp_1"
dr.pass1.iters: 6
cts_resized: 0
yosys-stat-area_sq_mm: 0.0197
holdBufCountCts: 0
syn_area_sq_mm: 0.0197
synthArstFlopShare_pct: 0
avgSynthCellArea_sq_um: 8.52
drv_slew: 0
leakage_nw: 9.05
path_common_cell: "a21o_1"
fin_tns_setup_ns: 0
core_sq_mm: 0.0647
pre_cts_ws_ns: 9.09
area_leaders: "dfxtp_1 25%, ha_1 11%, mux4_2 6.8%, xnor2_1 5.8%, nor2_1 5.4%"
syn_inst: 2310
status: "finished clean"
ff_type: "dfxtp_1"
crit_path_cell_trace: "inv_1 > ha_1 > nand2b_1 > a21o_1 > a21o_1 > a21o_1 > a21o_1 > a2111oi_0 > o31a_1 > nor2_1 > clkdlybuf4s50_1"
slew_headroom_pct: 41.5
htreeDepth: 1
cp-start-kind: "register"
cts_buffers: 29
wl_per_cell_microns: 15.9
hold_class: "reg2reg"
ir_drop_mv: 0.0821
die_w_microns: 258
path_clk_slew_ns: 0.06
antenna_found_initial: 0
grt-ovfl-total: 0
cts_tree: "done"
io_pins: 34
post-dp-hpwl_mm: 37.2
grt_max_degree: 170
warnings: 43
cp.arrival_ns: 3.52
whs_ns: 0.412
cts.sinks: 244
hold_violations: 0
fin_area_sq_mm: 0.0218
top_area_share_pct: 24.8
drc: 0
required_ns: 12.72
viasPerCell: 5.25
power_density_mw_per_mm2: 127
numPortBuffers: 33
areaGrowthSynthToFinish_pct: 10.6
ys_seq_share_pct: 24.8
initCoreUtil_pct: 30.4
endpoint_kind: "output port"
drive_gt1_share_pct: 8.96
kinds of logic after synthesis:
group | count (synthesis) | synth area share [%]
adders and majority gates | 179 | 11.6
and+or+nand+nor | 749 | 18.6
DFF | 244 | 24.8
xor gates and xnor gates | 224 | 9.97
AOI/OAI and AO/OA | 556 | 18.8
buffers and inverters | 197 | 4.11
muxes | 161 | 12.1
cell usage after synthesis (all sizes together) (6+ instances only):
cell type	count
a311oi	7
buf	47
o21bai	13
nor3b	9
a31oi	30
nor2b	31
clkbuf	73
o22ai	9
o41ai	6
o211ai	9
nand2	140
a21oi	144
nor4	9
or3	18
o21ai	96
mux2	19
dfxtp	244
a21o	44
a21boi	7
ha	174
mux4	60
nand3	48
nand2b	37
xnor2	130
and4	6
a41oi	8
o31ai	16
o21a	17
mux2i	82
and3	22
or2	31
xor2	94
inv	77
nand4	12
nor2	284
and2	44
a211oi	79
nor3	34
final timing paths:
| path | cells after the start | end | slack, ns | start |
|---|---|---|---|---|
| min reg2reg | 1 | my_dac.noise_source[7] | 0.41 | my_dac.noise_source[6] |
| max | 11 | audio_out | 9.20 | my_dac.error_sum[0] |
| min | 1 | my_dac.noise_source[7] | 0.41 | my_dac.noise_source[6] |
| max reg2reg | 22 | my_sin.cordic.x[23] | 9.57 | my_sin.cordic.i[1] |
placed cells by master (no fill, tap or decap), types with 29 or more instances in the layout:
cell             netlist  layout
and2_1                44      44
nand2b_1              37      37
a31oi_1               30      30
a21oi_1              144     144
nand3_1               48      48
o21ai_0               83      83
nor2_1               283     282
clkdlybuf4s50_1        0      31
inv_1                 73      73
mux4_2                59      59
mux2i_1               82      82
a21o_1                44      44
or2_2                 30      30
nor2b_1               31      30
xnor2_1              130     130
ha_1                 174     174
nand2_1              139     139
dfxtp_1              244     239
nor3_1                34      34
xor2_1                94      94
clkbuf_16              0      29
a211oi_1              77      77
registers in the layout, summed over array words and instances (netlist names):
register	cells
my_sin.next_angle_ready	1
my_sin.cordic.busy	1
my_sin.cordic.y	24
my_sin.current_sample	16
my_sin.next_angle	32
my_sin.current_angle	31
my_sin.cordic.i	5
my_sin.last_is_negative	1
my_sin.cordic.arc_tan_approx	23
my_sin.is_negative	1
my_sin.next_sample	16
my_sin.cordic.angle_error	24
my_sin.cordic.x	24
my_dac.noise_source	24
my_dac.error_sum	20
my_sin.cordic.out_valid	1
per-layer routing:
layer	GRT usage [%]	vias up	wire (microns)
met2	23.0	395	21500
met5	0.0712	-	0
met4	3.39	0	1290
li1	-	8339	-
met1	22.3	7733	23900
met3	4.33	83	3530
critical path, delay by kind of cell (launching register included):
kind                     cells  cell delay (ns)
AND-OR/OR-AND                6             1.68
flip-flops                   1             0.33
buffers and inverters        2             0.46
AND/OR/NAND/NOR              2             0.21
adder cells (fa/ha/maj)      1             0.27
area by class of cell:
type / instances / area (sq um)
fillers: 6504 / 42900
multi-input cells: 1869 / 14000
flip-flops and latches: 244 / 4900
well taps: 855 / 1070
clock buffers: 36 / 782
repair buffers: 56 / 508
inverters: 77 / 289
clock inverters: 17 / 230
per-stage QoR:
stage,power [mW],cells
6_report,2.77,3154
5_1_grt,2.98,3154
4_1_cts,2.78,3154
3_3_place_gp,2.04,3101
3_5_place_dp,2.06,3101
2_1_floorplan,1.78,2310
power breakdown:
group	total, mW	internal, mW	switching (mW)
clock network	0.705	0.430	0.275
registers	0.780	0.676	0.104
logic	1.28	0.583	0.698
Power is estimated from default activity; no workload was simulated.
